### design/flow/run.sh
#!/bin/bash
# OpenROAD 26Q1-2900-gdf79404cd8, Yosys 0.63+post, stock flow scripts
make -C /OpenROAD-flow-scripts/flow DESIGN_CONFIG=/design/flow/config.mk WORK_HOME=/design/flow/orfs finish
### design/flow/config.mk
export PLATFORM = sky130hd
export DESIGN_NAME = LCDM_table
export DESIGN_NICKNAME = LCDM_table
export VERILOG_FILES = /design/flow/design.v
export SDC_FILE = /design/flow/constraint.sdc
export NUM_CORES = 4
export LEC_CHECK = 1
export CORE_AREA = 10 10 70 70
export DIE_AREA = 0 0 80 80
### design/flow/constraint.sdc
current_design LCDM_table

set clk_period 1.3
set clk_io_pct 0.2

create_clock -name clk0 -period $clk_period

set non_clock_inputs [all_inputs -no_clocks]
set_input_delay [expr $clk_period * $clk_io_pct] -clock clk0 $non_clock_inputs
set_output_delay [expr $clk_period * $clk_io_pct] -clock clk0 [all_outputs]
### design/flow/design.v
module main (clk,reset,	LCD_DATA,	LCD_RW,	LCD_EN,	LCD_RS,	LCD_RST,upB,dwB);	
input	clk;
input	reset;
input	upB;
input	dwB;
output	[7:0]	LCD_DATA;
output	LCD_RW;
output	LCD_EN;
output	LCD_RS;
output	LCD_RST;
reg		[7:0]	LCD_DATA;
reg		LCD_RW;
reg		LCD_EN;
reg		LCD_RS;
reg		LCD_RST;
reg		[3:0]	state;
reg		[17:0]	counter;
reg		[4:0]	DATA_INDEX;
reg		[4:0]	stone0;
reg		[4:0]	cursor;
reg		[1:0]game_state;
reg		[4:0]	stone_speed_counter;
wire		[7:0]	DATA;
gamingLCD	M1(DATA_INDEX,DATA,game_state,cursor,stone0);
always	@(posedge	clk or negedge	reset)begin
	if(reset)begin 
		LCD_DATA	<= 8'd0;
		LCD_RW	<= 1'b1;
		LCD_EN	<= 1'b1;
		LCD_RS	<= 1'b0;
		state		<= 4'd0;
		counter	<= 18'd0;
		DATA_INDEX	<= 6'd0;
		LCD_RST		<= 1'b1;
		game_state		<= 2'd0;
		stone0				<= 5'd31;
	end
	else begin
		case(state)
			4'd0:begin 
				if(DATA_INDEX == 6'd32)
					state	<= 4'd4;
				else begin
					state	<= 4'd1;
				end
				LCD_RST		<= 1'b0;
			end
			4'd1:begin 
				LCD_EN	<= 1'b1;
				LCD_RS	<= 1'b1;
				LCD_RW	<= 1'b0;
				LCD_RST	<= 1'b0;
				LCD_DATA <= DATA[7:0];
				state		<= 4'd2;
			end
			4'd2:begin 
				if(counter	< 18'd1) 
					counter	<= counter+18'd1;
				else
					state		<= 4'd3;
			end
			4'd3:begin 
				LCD_EN	<= 1'b0;
				counter	<= 18'd0;	
				DATA_INDEX		<= DATA_INDEX+6'd1;
				state		<= 4'd0;
			end
			4'd4:begin 
				state		<= 4'd1;
				LCD_RST		<= 1'b1;
				if(game_state==0 || game_state==3)begin 
					if(upB || dwB)	game_state		<= 2'd1;
				end
				else if(game_state==1)begin 
					if(upB)	cursor[4] = 0;
					if(dwB)	cursor[4] = 1;
					if(stone0==cursor)game_state		<= 2'd3;
					if(stone_speed_counter==0) stone0 = stone0 - 1;
					stone_speed_counter  = stone_speed_counter + 1 ;
				end
			end
			4'd10:begin 
				state		<= 4'd10;
			end
			default:;
		endcase
	end
end
endmodule
module 	LCDM_table (table_index,data_out);
input		[4:0]table_index;
output	reg	[7:0]data_out;
always@(table_index)begin
	case(table_index)
		5'd0: data_out = 8'h2E;  
		5'd1: data_out = 8'h54; 
		5'd2: data_out = 8'h55;
		5'd3: data_out = 8'h53;
		5'd4: data_out = 8'h54;
		5'd5: data_out = 8'h5F;
		5'd6: data_out = 8'h25;
		5'd7: data_out = 8'h25;
		5'd8: data_out = 8'h5F;
		5'd9: data_out = 8'h5F;
		5'd10: data_out = 8'h5F;
		5'd11: data_out = 8'h5F;
		5'd12: data_out = 8'h5F;
		5'd13: data_out = 8'h5F;
		5'd14: data_out = 8'h5F;
		5'd15: data_out = 8'h5F;
		5'd16: data_out = 8'h26;  
		5'd17: data_out = 8'h30;
		5'd18: data_out = 8'h27;
		5'd19: data_out = 8'h21;
		5'd20: data_out = 8'h5F;
		5'd21: data_out = 8'h43;
		5'd22: data_out = 8'h4F;
		5'd23: data_out = 8'h55;
		5'd24: data_out = 8'h52;
		5'd25: data_out = 8'h53;
		5'd26: data_out = 8'h45;
		5'd27: data_out = 8'h5F;
		5'd28: data_out = 8'h5F;
		5'd29: data_out = 8'h5F;
		5'd30: data_out = 8'h5F;
		5'd31: data_out = 8'h5F;  
	endcase
end
endmodule
module 	gamingLCD (selected_index,data_out,game_state,cursor_index,stone_index);
input		[1:0]game_state;
input		[4:0]stone_index;
input		[4:0]cursor_index;
input		[4:0]selected_index;
output	reg	[7:0]data_out;
always@(selected_index)begin
	case(game_state)
		2'd0 : begin 
			case(selected_index)
				5'd0 : data_out = 8'h52;  
				5'd1 : data_out = 8'h75;  
				5'd2 : data_out = 8'h6E;  
				5'd3 : data_out = 8'h20;  
				5'd4 : data_out = 8'h74;  
				5'd5 : data_out = 8'h6F;  
				5'd6 : data_out = 8'h20;  
				5'd7 : data_out = 8'h74;  
				5'd8 : data_out = 8'h65;  
				5'd9 : data_out = 8'h72;  
				5'd10: data_out = 8'h6D;  
				5'd11: data_out = 8'h69;  
				5'd12: data_out = 8'h6E;  
				5'd13: data_out = 8'h61;  
				5'd14: data_out = 8'h6C;  
				5'd15: data_out = 8'h20;  
				5'd16: data_out = 8'h70;  
				5'd17: data_out = 8'h72;  
				5'd18: data_out = 8'h65;  
				5'd19: data_out = 8'h73;  
				5'd20: data_out = 8'h73;  
				5'd21: data_out = 8'h20;  
				5'd22: data_out = 8'h61;  
				5'd23: data_out = 8'h6E;  
				5'd24: data_out = 8'h79;  
				5'd25: data_out = 8'h20;  
				5'd26: data_out = 8'h73;  
				5'd27: data_out = 8'h74;  
				5'd28: data_out = 8'h61;  
				5'd29: data_out = 8'h72;  
				5'd30: data_out = 8'h74;  
				5'd31: data_out = 8'h20;  
			endcase
		end
		2'd1:begin 
			if(selected_index==cursor_index)
				begin
					data_out = 8'h3E; 
				end
			else if(selected_index==stone_index)
				begin
					data_out = 8'h7C;  
				end
			else
				begin
					data_out = 8'h20;  
				end
		end
		2'd3 : begin 
			case(selected_index)
				5'd0  : data_out = 8'h20;  
				5'd1  : data_out = 8'h20;  
				5'd2  : data_out = 8'h59;  
				5'd3  : data_out = 8'h6F;  
				5'd4  : data_out = 8'h75;  
				5'd5  : data_out = 8'h20;  
				5'd6  : data_out = 8'h20;  
				5'd7  : data_out = 8'h2A;  
				5'd8  : data_out = 8'h20;  
				5'd9  : data_out = 8'h20;  
				5'd10 : data_out = 8'h44;  
				5'd11 : data_out = 8'h69;  
				5'd12 : data_out = 8'h65;  
				5'd13 : data_out = 8'h64;  
				5'd14 : data_out = 8'h20;  
				5'd15 : data_out = 8'h20;  
				5'd16 : data_out = 8'h70;  
				5'd17 : data_out = 8'h72;  
				5'd18 : data_out = 8'h65;  
				5'd19 : data_out = 8'h73;  
				5'd20 : data_out = 8'h73;  
				5'd21 : data_out = 8'h20;  
				5'd22 : data_out = 8'h61;  
				5'd23 : data_out = 8'h6E;  
				5'd24 : data_out = 8'h79;  
				5'd25 : data_out = 8'h20;  
				5'd26 : data_out = 8'h73;  
				5'd27 : data_out = 8'h74;  
				5'd28 : data_out = 8'h61;  
				5'd29 : data_out = 8'h72;  
				5'd30 : data_out = 8'h74;  
				5'd31 : data_out = 8'h20;  
			endcase
		end
	endcase
end
endmodule
==> Changelog: implementation <==
## Flow update

- Warnings, synthesis: 1
- Fin worst setup slack: -0.3114 ns
- Fill cell instance count of the final layout: ~360
- Wire length reported by the detailed router: roughly 1500 um
- Top achievable clock speed: 620.6 MHz
- Total vias in the final route: around 500
- Power per Cell Area: just under 300 nW/um^2
- Die W: approximately 80 um
- Buffering stage count on the worst path with inverters included: 4
- CP endpoint kind: primary output
- Total placed cells including tap cells: roughly 110
- Top-level I/O count: 13
- Portion of synthesized cell area occupied by the leading cell type: 0.2749
- Number of inserted diodes: 0
- Global-route wire length before repair: between 2000 and 2500 um
- Yosys stat area: about 360 um^2
- Final hold violation count: 0
- Clock buffer count: 0
- Failing checks: negative setup slack
- Sequential cell count: 0
- Startpoint type of the worst setup path: primary input
- Run status: complete, but fails checks
- Slowest Stage Delay on Critical Path: 0.29 ns
- Maximum fanout count along the critical path: 3
- Endpoints failing setup: 6
- Antenna violations before repair: 0
- Category of the critical setup timing path: primary input to primary output
- Detail-routed via count per cell: 3.817
- Core box area: about 3400 um^2
- Cell types with the largest area share after synthesis: ha_1, buf_6, inv_1
- Total congestion overflow: 0
- Warning total across the stage logs: around 40
- Hold Startpoint: table_index[3]
- Total negative slack: -1.375 ns
- Cell chain of the critical path: buf_8 -> buf_6 -> ha_4 -> nor3_4 -> buf_4 -> a21oi_2 -> o32a_1 -> buf_2
- Total of buffers placed on input and output ports: 12
- Gate Count Post-Synth: between 40 and 50
- DIE HEIGHT: around 80 um
- Via count of the first global-routing pass: 496
- Top comb family, area: AND-OR/OR-AND gates
- Unrepaired setup endpoints after global routing: yes
- Hold depth: 4
- Largest voltage drop on the vdd net: 0.06660 mV
- Post-Synth Adder-Cell Area: 0.2749
- Critical path's slowest cell: o32a_1
- Complex Gates by Area: 0.3436
- Fp_density: 0.1066
- Total global-route track usage: 0.04159
- Endpoint with the worst hold slack: data_out[5]
- Non-filler cells, final: approximately 130
- Max Slew Vio Count: 0
- Final routed wire length divided by cell count: approximately 11 um
- Number of rows in the core area: 21
- Pin count of the biggest net entering global routing: 9
- Syn-to-layout area delta: 129.9%
- Xor/xnor cell area share of the yosys netlist: 0
- Mux share of post-synthesis cell area: 0.02749
- Beginning of the critical path: table_index[1]
- Initial DRC count: 33
- Worst hold-check slack: 0.8583 ns
- Synth area leader: ha_1
- Period minus WS final: 1.611 ns
- DPL Wire Length: around 850 um
- Sequential cell area fraction in the yosys report: 0
- Simple-gate area share of the yosys netlist: 0.1787
- Router iterations before antenna repair: 3
- Total die size: about 6400 um^2
- Total power draw: between 0.2 and 0.25 mW
- # Max-Cap Violations: 0
- Share of layout cells above drive strength 1: 0.7059
- Number of routed nets with antenna violations: 0
- Top delay family on crit path: buffers and inverters
- Netlist area before placement: about 360 um^2
- Average instance area after synthesis: ~7.6 um^2
- Worst hold path type: primary input to primary output
- Post-detailed-route DRC marker count: 0
- Crit path DAT: roughly 1.4 ns
- Post-synthesis cell type count: 27
- Sequential Area: 0 um^2
- Post-layout period usage: 1.240
- Final estimated routing congestion in global placement: between 0.7 and 0.8
- CP required: ~1.0 ns
- Reported leakage power: 0.3489 nW
- Cells in synth_stat.txt: approximately 48
==> area by class of cell <==
cell class                      instances  area [um^2]  share of cell area
Inverter                                5        26.28             0.03139
Multi-Input combinational cell         39        420.4              0.5022
Tap cell                               46        57.56             0.06876
Timing Repair Buffer                   41        332.8              0.3976
==> how the worst max path moves through the flow <==
stage,end,cells past startpoint
global route,data_out[2],8
CTS,data_out[2],8
finish,data_out[2],8
==> cell usage in the layout (no fill, tap or decap), types with 2 or more instances in the layout <==
cell      instances
buf_2             8
buf_6            10
ha_1              2
ha_4              6
nor3_1            2
inv_1             2
nand2_1           3
o21ai_2           2
a21oi_2           2
a211oi_2          2
o21ai_1           2
buf_4            22
==> stage by stage <==
stage            util  area, um^2  setup WS [ns]
2_1_floorplan       -       371.6        0.01377
3_3_place_gp   0.1788       610.6         -1.111
3_5_place_dp   0.1788       610.6         -1.082
4_1_cts        0.2377       812.0        -0.4030
5_1_grt        0.2451       837.1        -0.3736
6_report       0.2451       837.1        -0.3114
==> layer usage <==
metal  global-route usage  part of all wire  wire [um]  vias to the layer above
met1              0.06011              0.48        715                      240
met4             0.003521             0.010         15                        0
met3              0.01023             0.056         83                        2
li1                     -                 -          -                      249
met2              0.06260              0.45        668                        9
met5                    0                 0          0                        -
==> Yosys cell counts <==
master / number
a2111oi_1: 1
a211oi_1: 1
a211oi_2: 1
a21boi_0: 1
a21oi_1: 3
a2bb2oi_1: 1
a311oi_1: 1
a32oi_1: 1
buf_4: 1
buf_6: 3
conb_1: 1
ha_1: 8
inv_1: 5
mux2i_1: 1
nand2_1: 3
nand2b_1: 1
nand3b_1: 1
nor2_1: 1
nor2_2: 1
nor2b_1: 1
nor3_1: 3
o21ai_0: 3
o21ai_1: 1
o31a_1: 1
o31ai_1: 1
o32a_1: 1
or3b_1: 1
==> cell families after synthesis <==
logic type,after synthesis
AOI/OAI and AO/OA,17
and+or+nand+nor,12
buffers and inverters,9
adders and majority gates,8
muxes,1
other,1
==> power by group <==
part           switching, mW  internal, mW  leakage (nW)
logic                  0.105         0.138         0.349
clock network              0             0             0
registers                  0             0             0
==> timing repair <==
item,in CTS,in global routing
pin swaps,14,12
setup buffers,19,0
setup endpoints to repair,7,7
hold buffers,0,0
gates resized,74,8
hold endpoints to repair,0,0
Power and IR drop assume default switching activity.
